## /design/flow/constraint.sdc

```tcl
current_design Alpha

set clk_period 2.3
set clk_io_pct 0.2

create_clock -name clk0 -period $clk_period [get_ports {clk}]

set non_clock_inputs [all_inputs -no_clocks]
set_input_delay [expr $clk_period * $clk_io_pct] -clock clk0 $non_clock_inputs
set_output_delay [expr $clk_period * $clk_io_pct] -clock clk0 [all_outputs]
```

## /design/flow/design.v

```verilog
`timescale 1ns / 1ps
module Alpha(
input btnC, btnL, btnR, btnU, btnD,
input clk,
input [7:0] sw,
output LeftMotor,
output RightMotor,
output reg [3:0] Direction = 4'b0000
    );
localparam N = 18; 
wire [5:0] speed;
assign speed =  sw[5:0];
Bravo L(
 .PWMrate (speed),
 .clk(clk),
 .PWMoutput(LeftMotor)
 );
Bravo R(
 .PWMrate (speed),
 .clk(clk),
 .PWMoutput(RightMotor)
 );
always @ (posedge clk)
    begin
        case (sw[7:6])
            2'b00 : Direction = 4'b1001;  
            2'b01 : Direction = 4'b0110;  
            2'b10 : Direction = 4'b1010;  
            2'b11 : Direction = 4'b0101;  
        endcase
 end
endmodule
`timescale 1ns / 1ps
module Bravo(
input [5:0] PWMrate,
input clk,
output reg PWMoutput = 0
    );
reg [5:0] count = 0;
always @ (posedge clk)
    begin
        PWMoutput <= (count < PWMrate);
        count = count + 1;
    end
endmodule
```

## /design/flow/config.mk

```make
export PLATFORM = sky130hd
export DESIGN_NAME = Alpha
export DESIGN_NICKNAME = Alpha
export VERILOG_FILES = /design/flow/design.v
export SDC_FILE = /design/flow/constraint.sdc
export NUM_CORES = 4
export LEC_CHECK = 1
export CORE_AREA = 10 10 82 82
export DIE_AREA = 0 0 92 92
```

## /design/flow/run.sh

```bash
#!/bin/bash
# OpenROAD 26Q1-2900-gdf79404cd8, Yosys 0.63+post, stock flow scripts
make -C /OpenROAD-flow-scripts/flow DESIGN_CONFIG=/design/flow/config.mk WORK_HOME=/design/flow/orfs finish
```

==> flow_metrics.py <==
# Generated from Yosys and OpenROAD reports
metrics = {
    "global_routing": {
        "grt.overflow.total": 0,
        "grt_max_degree": 11,
        "grt_pass1_wl_um": 2560,
        "antenna_found_initial": 0,
        "grt_use_total": 0.0364,
        "first_global_vias": 578,
    },
    "clock_tree": {
        "clkTransAtPathRegs_ps": 70,
        "clock_sink_count": 18,
        "insertion_delay_ps": 250,
        "ctsResizeCount": 0,
        "holdBufCountCts": 0,
        "cts_made_buffers": 3,
        "cts_setup_buffers": 0,
        "htree_levels": 1,
        "tritoncts": "done",
        "root_buffer": "clkbuf_8",
        "clock_path_buffers": 2,
    },
    "synth": {
        "synthSimpleGateAreaFrac": 0.121,
        "synth_area_um2": 820,
        "top_area_frac": 0.440,
        "synthAoiAreaFrac": 0.0641,
        "top_cells_by_area": "dfxtp_1 (44%), ha_1 (24%), inv_1 (4.6%), xnor2_1 (4.3%), xor2_1 (4.3%)",
        "yosysTopAreaCell": "dfxtp_1",
        "xor_share": 0.0855,
        "synthCells": 75,
        "logic_family": "adder cells",
        "yosys.stat.seqShare": 0.440,
        "yosys_warnings": 2,
        "mux_area_frac": 0,
        "synth_area_per_cell_um2": 10.9,
        "synth.distinct_cells": 15,
        "ys_area_um2": 820,
        "yosys-stat-cells": 75,
        "ys.flops": 18,
        "yosys.area_share.adder": 0.244,
    },
    "place": {
        "dp.cells": 159,
        "hpwlAfterDp_um": 1110,
        "place_congestion": 0.684,
        "io_buffers": 14,
        "dpl_worst_slack_ps": 536,
    },
    "setup_path": {
        "critPathSlowestCell": "clkdlybuf4s50_1",
        "r2r-end": "L.PWMoutput$_DFF_P_",
        "cp_max_fo": 3,
        "crit_arrival_ps": 1650,
        "r2r_setup_slack_ps": 1180,
        "reg2reg_depth": 3,
        "critPathBufInv": 2,
        "r2r-start": "L.count[3]$_DFF_P_",
        "end_kind": "flip-flop",
        "cpPeakStageDelay_ps": 450,
        "critPathKind": "in2reg",
        "required_ps": 2450,
        "startpoint_type": "input pin",
        "path_cells": "clkdlybuf4s50_1 -> inv_1 -> ha_1 -> nand4_1 -> o221a_2",
        "path_delay_family": "buffers and inverters",
        "cp-startpoint": "sw[5]",
    },
    "final_timing": {
        "finalCritPeriodShare": 0.652,
        "hold_ws_ps": 412,
        "fin_tns_setup_ps": 0,
        "fin_crit_ps": 1500,
        "drv_slew": 0,
        "setup_viol": 0,
        "slew_headroom": 0.881,
        "clock.fmax_mhz": 667,
        "setup_ws_ps": 801,
        "fin_skew_ps": 1.57,
        "worstMarginPinSlew_ps": 178,
        "rsz0062_at_grt": "no",
        "finalHoldViolations": 0,
    },
    "routing": {
        "ant_nets": 0,
        "drc": 0,
        "via_per_inst": 3.24,
        "firstDrtPassIters": 2,
        "wl_per_cell_um": 8.66,
        "drtIter0Drc": 12,
        "n_antenna_cell": 0,
        "routed_wl_um": 1410,
        "vias": 528,
    },
    "layout": {
        "area_growth_pct": 34.5,
        "fillerInstances": 571,
        "lay_top_cells": "dfxtp_1 (18), ha_1 (16), clkdlybuf4s50_1 (14)",
        "layout_top_cell": "dfxtp_1",
        "final_cells": 163,
        "drive_gt1_frac": 0.118,
    },
    "floorplan": {
        "ios": 20,
        "chipHeight_um": 92,
        "die_w_um": 92,
        "rows": 26,
        "core_um2": 5070,
        "initial_core_util": 0.161,
        "die_area_um2": 8460,
    },
    "pwr": {
        "power_density_nw_per_um2": 572,
        "peakVddDrop_uv": 354,
        "p_leak_uw": 0.000496,
    },
    "worst_hold_path": {
        "hold_class": "reg2reg",
        "worstHoldPathCells": 1,
        "worstHoldEndpoint": "R.count[0]$_DFF_P_",
        "hold_path_startpoint": "R.count[0]$_DFF_P_",
    },
    "run": {
        "drv_cap": 0,
        "openroad.warnings": 33,
    },
    "status": {
        "status": "complete, no violations",
    },
}
[cells by family (layout without fill, tap and decap cells)]
kind of cell | count (synthesis) | after routing
compound gates | 8 | 8
xor+xnor | 8 | 8
fa+ha+maj | 16 | 16
buf+inv | 10 | 28
flops | 18 | 18
simple gates | 15 | 15
[per-stage QoR]
stage / cell area, um2 / util / total power (uW)
final: 1100 / 0.217 / 631
after global routing: 1100 / 0.217 / 665
after CTS: 1100 / 0.217 / 641
after detailed placement: 1050 / 0.206 / 378
after global placement: 1050 / 0.206 / 377
after floorplan: 820 / - / 344
[state kept, by name (all words and copies together), names as in the netlist]
register / flops
R.PWMoutput: 1
R.count: 6
L.PWMoutput: 1
L.count: 6
Direction: 4
[worst max path at each step]
stage | slack (ps) | to | cells after the start
final | 800 | R.PWMoutput$_DFF_P_ | 5
after global routing | 730 | Direction[3] | 1
after CTS | 790 | Direction[3] | 1
[layout make-up]
cell class / count / area, um2 / area share
multi-input combinational: 47 / 422 / 0.383
inverter: 10 / 37.5 / 0.0341
tap: 70 / 87.6 / 0.0795
sequential: 18 / 360 / 0.327
clock buffer: 4 / 55.1 / 0.0499
timing repair buffer: 14 / 140 / 0.127
[where the power goes]
group          internal, uW  switching (uW)  total [uW]
combinational          32.2            18.1        50.3
sequential              318            1.48         320
clock                   152             108         260
[Yosys cell counts]
cell type and count:
xor2_1 4, and3_4 2, nor2_1 2, nand3_2 2, a21oi_1 6, or2_2 1
ha_1 16, dfxtp_1 18, o221a_2 2, inv_1 10, nand3_1 2, xnor2_1 4
nand4_1 2, nand2b_1 2, nand2_1 2
[metal layers]
metal | up-vias | wire length (um) | share of wire | GRT usage
li1 | 288 | - | - | -
met1 | 220 | 723 | 0.51 | 0.0475
met2 | 18 | 421 | 0.30 | 0.0441
met3 | 2 | 252 | 0.18 | 0.0338
met4 | 0 | 14 | 0.0099 | 0.00257
met5 | - | 0 | 0 | 0
[worst register-to-register path, cell delays in order, from the launching register on]
cell and delay, ps:
dfxtp_1 350, ha_1 310, nand4_1 80, o221a_2 260
Power figures rest on the tool's default switching activity, not on a simulated workload.
